## ./config.mk

```make
export PLATFORM = sky130hd
export DESIGN_NAME = COUNT
export DESIGN_NICKNAME = COUNT
export VERILOG_FILES = /design/flow/design.v
export SDC_FILE = /design/flow/constraint.sdc
export NUM_CORES = 4
export LEC_CHECK = 1
export CORE_UTILIZATION = 30
```

## ./constraint.sdc

```tcl
current_design COUNT

set clk_period 7.0
set clk_io_pct 0.2

create_clock -name clk0 -period $clk_period [get_ports {clk}]

set non_clock_inputs [all_inputs -no_clocks]
set_input_delay [expr $clk_period * $clk_io_pct] -clock clk0 $non_clock_inputs
set_output_delay [expr $clk_period * $clk_io_pct] -clock clk0 [all_outputs]
```

## ./design.v

```verilog
module COUNT #(parameter t = 2)(
    input clk,
    input rst,
    output out
);
reg [34:0] count, next_count;
always@(posedge clk) count <= (rst ? 35'd1 : next_count);
always @(*) next_count = (count==t ? 35'd1 : count+1'b1);
assign out = (count==t);
endmodule
```

## ./run.sh

```bash
#!/bin/bash
# OpenROAD 26Q1-2900-gdf79404cd8, Yosys 0.63+post, stock flow scripts
make -C /OpenROAD-flow-scripts/flow DESIGN_CONFIG=/design/flow/config.mk WORK_HOME=/design/flow/orfs finish
```

==> results.cfg <==
; physical design summary
[cts]
hold_buffers = 0
htree_levels = 2
post-cts-setup-buffer-count = 0
clkSinkCount = 35
cts_resized = 0
cts.path.max_buffers = 2
cts_buffers = 5
root_buffer = clkbuf_8
clk_pin_slew_worst_paths_ns = 0.06
tritoncts = yes
insertion_delay_ns = 0.28

[setup_path]
crit_start = count[0]
startpoint_type = register
endpoint = out
cp_max_fo = 3
worst_r2r_path_depth = 7
rrSetupSlack_ns = 4.89
rr_endpoint = count[11]
critical_path_required_ns = 5.60
r2r_start = count[0]
end_kind = output pin
critPathKind = reg -> out
arrival_ns = 2.04

[floorplanning]
rows = 27
die_width_um = 77.5
floorplan.core_util = 0.310
chip_area_sq_mm = 0.00600
core_sq_mm = 0.00551
ios = 3
fp.dieH_um = 77.5

[finish]
final_util = 0.339
fill_cells = 559
mostFrequentLayoutCell = nor2_1
synthToLayoutAreaGrowth_pct = 9.15
reg_top3 = count x35
final_cell_mix = 37 x nor2_1, 35 x dfxtp_1, 20 x xnor2_1
max_flop_register = count
drive_above_1_share = 0.0808
largest_reg_flops = 35

[run_status]
status = finished clean

[synthesis]
synthArstFlopShare = 0
ys_seq_share = 0.410
ys_area_sq_mm = 0.00171
syn-instance-count = 196
ys_cells = 196
syn_avg_cell_area_sq_um = 8.72
syn_area_sq_mm = 0.00171
ys.flops = 35
ff_type = dfxtp_1
yosysUniqueCellTypes = 30
edf_count = 0
yosys_warnings = 1

[drt]
antennaDiodeCount = 0
vias = 1311
routed_wirelength_um = 3280
drtPass1Iterations = 4
vias_per_cell = 4.86
ant_nets = 0
wl_per_cell_um = 12.1
drc = 0
drtIter0Drc = 51

[timing]
hold_violations = 0
setup_viol = 0
tightest_slew_ns = 0.672
relSlewSlack = 0.552
fmax_ghz = 0.291
tns_ns = 0
rsz0062_at_grt = false
slew_viol_final = 0
fin_skew_ns = 0.00261
min_period_ns = 3.44
period_used_share = 0.492

[global_routing]
use_met1 = 0.188
grt_max_degree = 35
gr-usage-met3 = 0.0191
grt_pass1_vias = 1211
grt_overflow = 0
grt_usage = 0.120
grt_pass1_wl_um = 5770
antenna_found_initial = 0
grt.busiest_layer = met1
grtUsageMet2 = 0.181

[pwr]
power.density_mw_per_mm2 = 209
leakagePower_nw = 0.612
ir_drop_v = 0.000103

[place]
gp_congestion = 0.796
numPortBuffers = 2
dpl.hpwl_um = 2170

[flow_run]
warning_count = 26
drv_cap = 0

[min_path]
worst_hold_path_type = reg -> reg
[metrics by stage]
stage | cells | worst slack, ns | area (sq um) | total power, mW | hold WS [ns]
CTS | 270 | 3.49 | 1870 | 0.395 | 0.529
floorplan | 196 | 4.68 | 1710 | 0.230 | 0.473
global placement | 262 | 3.82 | 1770 | 0.235 | 0.510
finish | 270 | 3.56 | 1870 | 0.389 | 0.529
global route | 270 | 3.31 | 1870 | 0.408 | 0.581
detailed placement | 262 | 3.80 | 1770 | 0.236 | 0.508
[synthesized netlist by cell type, types with 2 or more instances]
master	count	share of area
nand3_1	11	0.032
xor2_1	12	0.061
or2_2	2	0.0073
nor3_1	7	0.020
nand4_2	3	0.022
nor4_1	13	0.048
clkbuf_1	2	0.0044
xnor2_1	20	0.10
nor2_1	37	0.081
buf_4	4	0.018
nand2_1	13	0.029
nand4_1	9	0.033
ha_1	2	0.015
and4_1	7	0.036
dfxtp_1	35	0.41
inv_1	5	0.011
[logic make-up after synthesis]
group           synth area share
fa+ha+maj                 0.0146
compound gates           0.00805
xor+xnor                   0.164
flops                      0.410
buf+inv                   0.0425
simple gates               0.361
[routing by layer]
| metal | part of all wire | up-vias | wire [um] |
|---|---|---|---|
| li1 | - | 684 | - |
| met1 | 0.54 | 603 | 1780 |
| met2 | 0.41 | 20 | 1350 |
| met3 | 0.032 | 4 | 104 |
| met4 | 0.013 | 0 | 44 |
| met5 | 0 | - | 0 |
[worst min path at each step]
stage	startpoint	endpoint	slack, ns	cells past startpoint
CTS	count[33]	count[34]	0.53	2
global route	count[33]	count[34]	0.58	2
finish	count[33]	count[34]	0.53	2
[layout make-up]
| type | count | area [sq um] | area share |
|---|---|---|---|
| Multi-Input combinational cell | 148 | 936 | 0.502 |
| Timing Repair Buffer | 2 | 20.0 | 0.0107 |
| Tap cell | 72 | 90.1 | 0.0483 |
| Sequential cell | 35 | 701 | 0.376 |
| Inverter | 5 | 18.8 | 0.0101 |
| Clock buffer | 8 | 100 | 0.0537 |
[worst max-delay path, cell delays in order (launching register included)]
cell and delay, ns:
dfxtp_1 0.33, inv_1 0.07, ha_1 0.15, nor4b_1 0.30
nand4_1 0.13, nor3_1 0.26, clkdlybuf4s50_1 0.52
[report_power, final]
group	internal, mW	switching, mW
clock network	0.0898	0.0685
logic	0.00818	0.0159
registers	0.203	0.00391
Power and IR drop assume default switching activity.
