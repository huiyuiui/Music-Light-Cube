[design/flow/run.sh]
#!/bin/bash
# OpenROAD 26Q1-2900-gdf79404cd8, Yosys 0.63+post, stock flow scripts
make -C /OpenROAD-flow-scripts/flow DESIGN_CONFIG=/design/flow/config.mk WORK_HOME=/design/flow/orfs finish
[design/flow/config.mk]
export PLATFORM = sky130hd
export DESIGN_NAME = bin2dec
export DESIGN_NICKNAME = bin2dec
export VERILOG_FILES = /design/flow/design.v
export SDC_FILE = /design/flow/constraint.sdc
export NUM_CORES = 4
export LEC_CHECK = 1
export CORE_UTILIZATION = 50
[design/flow/constraint.sdc]
current_design bin2dec

set clk_period 9.5
set clk_io_pct 0.2

create_clock -name clk0 -period $clk_period [get_ports {clk}]

set non_clock_inputs [all_inputs -no_clocks]
set_input_delay [expr $clk_period * $clk_io_pct] -clock clk0 $non_clock_inputs
set_output_delay [expr $clk_period * $clk_io_pct] -clock clk0 [all_outputs]
[design/flow/design.v]
`timescale 1ns / 1ps
module bin2dec (
    input clk,
    input start,
    input [15:0] din,
    output done,
    output reg [15:0] dout
);
    localparam  S_IDLE=0,
                S_DONE=1,
                S_DIVIDE=2,
                S_NEXT_DIGIT=3,
                S_CONVERT=4;
    reg [2:0] state=S_IDLE;
    reg [31:0] data;
    reg [31:0] div;
    reg [3:0] mod;
    reg [1:0] byte_count;
    assign done = (state == S_IDLE || state == S_DONE) ? 1 : 0;
    always@(posedge clk)
        case (state)
        S_IDLE: begin
            if (start == 1) begin
                state <= S_DIVIDE;
                data <= ({16'b0, din} * 1000) >> 16;
                byte_count <= 0;
            end
        end
        S_DONE: begin
            if (start == 0)
                state <= S_IDLE;
        end
        S_DIVIDE: begin
            div <= data / 10;
            mod <= data % 10;
            state <= S_CONVERT;
        end
        S_NEXT_DIGIT: begin
            if (byte_count == 3)
                state <= S_DONE;
            else
                state <= S_DIVIDE;
            data <= div;
            byte_count <= byte_count + 1;
        end
        S_CONVERT: begin
            dout[11:0] <= dout[15:4];
            dout[15:12] <= mod[3:0];
            state <= S_NEXT_DIGIT;
        end
        default: begin
            state <= S_IDLE;
        end
        endcase
endmodule
==> qor.yml <==
worst_setup_path_end_kind: "register"
maxSlewViolCount: 0
flop_cell: "edfxtp_1"
netlist_area_sq_um: 4720
via_per_inst: 5.74
ys_ff: 42
grt_pass1_vias: 3132
die_w_um: 99.1
hold_depth: 0
rrSetupSlack_ps: 4650
grt_usage_pct: 19.8
cts_resized: 0
avgSynthCellArea_sq_um: 11.2
setup_tns_ps: 0
slowest_stage: "clkdlybuf4s50_1"
final_cell_mix: "53 x fa_1, 53 x ha_1, 42 x edfxtp_1, 34 x clkdlybuf4s50_1, 30 x inv_1"
hold_viol: 0
diodes: 0
routedWlPerCell_um: 14.7
grt_overflow: 0
antenna_found_initial: 0
die_area_sq_um: 9830
relSlewSlack_pct: 50.2
edf_count: 42
reg2reg_from: "data[8]"
numCtsBuffers: 5
clk_latency_ps: 290
top_cells_by_area: "edfxtp_1 27%, fa_1 22%, ha_1 14%"
reg2reg_to: "div[0]"
fp-utilization_pct: 51.3
yosysSeqAreaShare_pct: 26.7
ys_types: 76
synthArstFlopShare_pct: 0
cap_violations: 0
fin_crit_ps: 7170
area_growth_pct: 10.8
top_level_ports: 35
min_delay_worst_endpoint: "dout[14]"
core_area_sq_um: 9200
required_ps: 9530
period_used_pct: 75.5
rsz0062_at_grt: "no"
hpwlAfterDp_um: 6630
route.detailed.drc: 0
num_vias: 3202
rr_worst_depth: 16
rows: 35
cp_common_cell: "fa_1"
start_kind: "input pin"
cts_root_buffer: "clkbuf_8"
max_freq_mhz: 139
hp-class: "register to register"
wirelength_um: 8180
clkTransAtPathRegs_ps: 70
postCtsSetupBuffers: 0
io_buffers: 34
drt-initial-drc-count: 120
cts.path.max_buffers: 2
final.setup_skew_ps: 8.84
postSynthCellCount: 420
nFillCells: 807
synth_stat.cells: 420
crit_path_cell_trace: "clkdlybuf4s50_1 -> fa_1 -> fa_1 -> fa_1 -> fa_1 -> ha_1 -> a21o_1 -> a2111oi_0 -> o21ai_0 -> a31oi_1 -> o21bai_1 -> a21oi_1 -> o21ai_0 -> o41a_1 -> a21oi_1 -> xor2_1 -> nor2_1"
critPathKind: "input pin to register"
max_stage_delay_ps: 660
worst_pin_slew_ps: 747
worst-path-max-fanout: 6
top_area_share_pct: 26.7
cts.sinks: 42
arrival_ps: 7200
ys_area_sq_um: 4720
h-tree-depth: 2
gp_congestion: 0.856
hold_buffers: 0
synth_area_leader_cell: "edfxtp_1"
setup_viol: 0
whs_ps: 426
grt_pass1_wl_um: 14800
status: "finished, final reports clean"
final_layout_size_suffix_gt1_share_pct: 6.26
ant_nets: 0
tool_warnings: 30
cts_tree: "yes"
min_from: "mod[2]"
drtPass1Iterations: 4
grt_max_degree: 19
synth_warnings: 1
die_h_um: 99.1
-- through the flow --
step	util [%]	area, sq um	worst slack [ps]	instances
3_3_place_gp	55.6	5120	2040	550
2_1_floorplan	-	4720	2960	420
6_report	56.8	5230	2330	558
3_5_place_dp	55.6	5120	1980	550
4_1_cts	56.8	5230	2260	558
5_1_grt	56.8	5230	1980	558
-- critical path: cells and delay by family --
| kind | cells | cell delay (ps) |
|---|---|---|
| adder cells (fa/ha/maj) | 5 | 2330 |
| AND-OR/OR-AND | 9 | 2110 |
| buffers and inverters | 1 | 660 |
| XOR/XNOR | 1 | 160 |
| AND/OR/NAND/NOR | 1 | 50 |
-- synthesized netlist by cell type (all sizes together), types with 5 or more instances --
cell type	n
edfxtp	42
o21ai	18
inv	31
ha	53
a211oi	6
and3	5
nand2	16
nand2b	5
nand3	11
o211a	5
and2	6
buf	9
clkbuf	8
a21o	7
xor2	5
a21oi	23
xnor2	11
o31ai	6
nor2	22
nor3	8
o211ai	5
fa	53
-- area by class of cell --
class,instances,area [sq um],area share [%]
multi-input cells,329,3240,62.0
repair buffers,36,355,6.80
clock buffers,6,72.6,1.39
clock inverters,2,37.5,0.718
well taps,111,139,2.66
flip-flops and latches,42,1260,24.1
inverters,32,123,2.35
-- sequential cells by signal (all words and copies together) (netlist names) --
| signal | cells |
|---|---|
| state | 3 |
| dout | 16 |
| byte_count | 2 |
| mod | 4 |
| data | 10 |
| div | 7 |
-- how the worst max path moves through the flow --
| stage | start | to | slack (ps) | cells after the start |
|---|---|---|---|---|
| after CTS | din[4] | data[8] | 2260 | 17 |
| after global routing | din[4] | data[9] | 1980 | 17 |
| final | din[4] | data[8] | 2330 | 17 |
-- routing by layer --
metal  routed length (um)  global-route usage [%]  vias to the layer above  share of wire (%)
met5                    0                       0                        -                  0
met4                   29                   0.905                        0               0.35
met3                  221                    2.57                        2                2.7
met2                 3790                    29.3                       44                 46
met1                 4140                    35.7                     1552                 51
li1                     -                       -                     1604                  -
-- cell families (layout without fill, tap and decap cells) --
kind of cell	after synthesis	in the layout	share of synthesized area, %
and+or+nand+nor	100	100	11.7
adders and majority gates	106	106	36.5
AOI/OAI and AO/OA	105	105	17.0
muxes	2	2	0.451
xor gates and xnor gates	16	16	2.97
DFF	42	42	26.7
buffers and inverters	49	76	4.61
